<file path="/design/flow/config.mk">
export PLATFORM = sky130hd
export DESIGN_NAME = Row_Signal
export DESIGN_NICKNAME = Row_Signal
export VERILOG_FILES = /design/flow/design.v
export SDC_FILE = /design/flow/constraint.sdc
export NUM_CORES = 4
export LEC_CHECK = 1
export CORE_AREA = 10 10 70 70
export DIE_AREA = 0 0 80 80
</file>
<file path="/design/flow/run.sh">
#!/bin/bash
# OpenROAD 26Q1-2900-gdf79404cd8, Yosys 0.63+post, stock flow scripts
make -C /OpenROAD-flow-scripts/flow DESIGN_CONFIG=/design/flow/config.mk WORK_HOME=/design/flow/orfs finish
</file>
<file path="/design/flow/constraint.sdc">
current_design Row_Signal

set clk_period 1.0
set clk_io_pct 0.2

create_clock -name clk0 -period $clk_period

set non_clock_inputs [all_inputs -no_clocks]
set_input_delay [expr $clk_period * $clk_io_pct] -clock clk0 $non_clock_inputs
set_output_delay [expr $clk_period * $clk_io_pct] -clock clk0 [all_outputs]
</file>
<file path="/design/flow/design.v">
module Row_Signal(                                                 
    input [15:0] Key,
    input [3:0] Col,
    output reg [3:0] Row
    );
    always @(Key or Col) begin                                   
    Row[0] =  Key[0] && Col[0] || Key[1] && Col[1] || Key[2] && Col[2] || Key[3] && Col[3];
    Row[1] =  Key[4] && Col[0] || Key[5] && Col[1] || Key[6] && Col[2] || Key[7] && Col[3];
    Row[2] =  Key[8] && Col[0] || Key[9] && Col[1] || Key[10] && Col[2] || Key[11] && Col[3];
    Row[3] =  Key[12] && Col[0] || Key[13] && Col[1] || Key[14] && Col[2] || Key[15] && Col[3];
    end
endmodule
</file>
==> results.txt <==
result of the run: finished, final reports clean
number of flip-flops and latches: 0
first drt pass iteration count: 3
violation count after the first detailed-routing iteration: 1
number of buffers inserted to repair setup after CTS: 0
pin count of the biggest net entering global routing: 5
effective utilization at floorplan: 2.20%
most instantiated logic cell after routing: sky130_fd_sc_hd__dlygate4sd2_1
total cells reported by yosys after synthesis: 12
PD cells: 312 mW/mm^2
average size of a mapped cell: 6.26 sq um
Inserted Diodes: 0
Die Size: 0.00640 sq mm
timing startpoint of the critical path: Key[10]
path type of the worst setup path: in2out
transition at the pin with the smallest max-transition slack: 0.149 ns
clock period minus final worst setup slack: 0.968 ns
post-synthesis instance area: 75.1 sq um
portion of the post-synthesis area used by sequential elements: 0%
count of unresolved DRC violations after routing: 0
number of max-capacitance violations reported: 0
Seq. cell area: 0 sq um
top achievable clock speed: 1.03 GHz
number of placement rows: 21
Synthesis Warnings: 1
fin crit share: 96.8%
number of global-route vias before repair: 221
Worst Path Arrival: 0.77 ns
I/O Buffers: 24
GP Congestion: 0.810
tightest slew margin relative to the limit: 90.1%
number of instances in the synthesized netlist: 12
WL per Instance: 10.5 um
layout cell share with drive strength beyond 1: 41.7%
core outline area: 0.00342 sq mm
count of final hold-check violations: 0
number of filler cells placed in the layout: 401
footprint of the multi-input gates: 110 sq um
top library cells by usage in the layout, fill and taps aside: 12 x sky130_fd_sc_hd__dlygate4sd2_1, 7 x sky130_fd_sc_hd__a22oi_2, 7 x sky130_fd_sc_hd__buf_2
Util after Layout: 10.5%
total global routing track utilization: 2.31%
Routed Wire Length: 863 um
wire length of the first global-routing pass: 1.10 mm
Crit path required time: 0.80 ns
type of the most critical hold path: in2out
fin cells: 82
endpoint of the most critical setup path: Row[2]
kind of end point of the critical path: output port
number of different library cells in the post-synthesis netlist: 2
Yosys chip area: 75.1 sq um
number of cells in the design after placement: 82
sum of negative setup slack: 0 ns
vertical die dimension: 80 um
startpoint type of the worst setup path: input pin
vias per cell: 2.57
residual antenna-violating net count after detailed routing: 0
Pins Over Slew Limit: 0
setup repair after global routing missed its margin: false
global route overflow: 0
die boundary width: 80 um
Syn-to-layout area delta: 378%
clock buffer count: 0
reported leakage power: 0.144 nW
number of top-level design ports: 24
Setup violations, final: 0
number of hold-repair buffers added at the cts stage: 0
number of antenna violations at the first check in global routing: 0
total number of vias: 211
highest fanout seen on the critical path: 1
detailed placement HPWL: 779 um
Max rail drop VDD: 0.0287 mV
number of warnings in the stage logs: 32
-- where the power goes --
group | switching (W) | internal [W] | total [W]
clock | 0 | 0 | 0
sequential | 0 | 0 | 0
combinational | 0.0000403 | 0.0000717 | 0.000112
total | 0.0000403 | 0.0000717 | 0.000112
-- what timing repair did --
item / 4_1_cts / 5_1_grt
gates resized: 45 / 10
endpoints found under the setup margin: 4 / 4
pin swaps: 12 / 5
-- synthesized netlist by cell type --
library cell,instances,area share [%]
sky130_fd_sc_hd__nand2_1,4,20
sky130_fd_sc_hd__a22oi_1,8,80
-- how the worst min path moves through the flow --
stage | from | cells past startpoint | endpoint
4_1_cts | Col[0] | 4 | Row[1]
5_1_grt | Col[3] | 4 | Row[3]
6_report | Col[3] | 4 | Row[3]
-- final cells by class --
type / count / share of cell area, %
Tap cell: 46 / 16.0
Multi-Input combinational cell: 12 / 30.7
Timing Repair Buffer: 24 / 53.3
-- stage by stage --
step / total power (W) / area [sq um] / setup WS, ns / hold WS (ns)
2_1_floorplan: 0.0000193 / 75.1 / 0.404 / 0.472
3_3_place_gp: 0.000136 / 373 / -0.625 / 1.40
3_5_place_dp: 0.000138 / 373 / -0.632 / 1.42
4_1_cts: 0.000102 / 335 / 0.00730 / 0.757
5_1_grt: 0.000122 / 359 / 0.000794 / 0.771
6_report: 0.000112 / 359 / 0.0316 / 0.737
-- layer usage --
metal / vias up / track usage, % / routed length [um]
li1: 101 / - / -
met1: 95 / 2.50 / 356
met2: 15 / 4.41 / 418
met3: 0 / 0.795 / 88
met4: 0 / 0 / 0
met5: - / 0 / 0
-- worst max-delay path: stages --
cell	delay, ns
sky130_fd_sc_hd__dlygate4sd2_1	0.23
sky130_fd_sc_hd__a22oi_1	0.15
sky130_fd_sc_hd__nand2_1	0.07
sky130_fd_sc_hd__buf_2	0.12
-- kinds of logic after synthesis --
logic type      count (synthesis)  synth area share, %
compound gates                  8                 80.0
simple gates                    4                 20.0
Power and IR drop assume default switching activity.
