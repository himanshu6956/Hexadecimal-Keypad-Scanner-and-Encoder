==> flow/design.v <==
module Hex_Keypad_Grayhill_072(
    input [3:0] Row,
    input S_Row,
    input clock,
    input reset,
    output reg [3:0] Code,
    output Valid,
    output reg [3:0] Col
    );
    reg [5: 0] state, next_state;
    parameter S_0 = 6'b000001, S_1 = 6'b000010, S_2 = 6'b000100;
    parameter S_3 = 6'b001000, S_4 = 6'b010000, S_5 = 6'b100000;
    assign Valid = ((state == S_1) || (state == S_2) || (state == S_3) || (state == S_4)) && Row;
    always @ (Row or Col)
    case ({Row, Col})
        8'b0001_0001: Code = 0; 
        8'b0001_0010: Code = 1;
        8'b0001_0100: Code = 2; 
        8'b0001_1000: Code = 3;
        8'b0010_0001: Code = 4; 
        8'b0010_0010: Code = 5;
        8'b0010_0100: Code = 6;
        8'b0010_1000: Code = 7;
        8'b0100_0001: Code = 8;
        8'b0100_0010: Code = 9;
        8'b0100_0100: Code = 10;         
        8'b0100_1000: Code = 11;         
        8'b1000_0001: Code = 12;         
        8'b1000_0010: Code = 13;         
        8'b1000_0100: Code = 14;         
        8'b1000_1000: Code = 15;         
        default: Code = 0;                      
    endcase
    always @(posedge clock or posedge reset)
    if (reset) state <= S_0;
    else state <= next_state;
    always@ (state or S_Row or Row)                  
    begin next_state = state; Col = 0;
    case (state)
        S_0: begin Col = 15; if (S_Row) next_state =S_1; end
        S_1: begin Col = 1; if (Row) next_state = S_5; else next_state = S_2; end
        S_2: begin Col = 2; if (Row) next_state = S_5; else next_state = S_3; end
        S_3: begin Col = 4; if (Row) next_state = S_5; else next_state= S_4; end
        S_4: begin Col = 8; if (Row) next_state = S_5; else next_state = S_0; end
        S_5: begin Col = 15; if (Row ==0) next_state = S_0; end
    endcase
    end
endmodule
==> flow/constraint.sdc <==
current_design Hex_Keypad_Grayhill_072

set clk_period 2.1
set clk_io_pct 0.2

create_clock -name clk0 -period $clk_period [get_ports {clock}]

set non_clock_inputs [all_inputs -no_clocks]
set_input_delay [expr $clk_period * $clk_io_pct] -clock clk0 $non_clock_inputs
set_output_delay [expr $clk_period * $clk_io_pct] -clock clk0 [all_outputs]
==> flow/run.sh <==
#!/bin/bash
# OpenROAD 26Q1-2900-gdf79404cd8, Yosys 0.63+post, stock flow scripts
make -C /OpenROAD-flow-scripts/flow DESIGN_CONFIG=/design/flow/config.mk WORK_HOME=/design/flow/orfs finish
==> flow/config.mk <==
export PLATFORM = sky130hd
export DESIGN_NAME = Hex_Keypad_Grayhill_072
export DESIGN_NICKNAME = Hex_Keypad_Grayhill_072
export VERILOG_FILES = /design/flow/design.v
export SDC_FILE = /design/flow/constraint.sdc
export NUM_CORES = 4
export LEC_CHECK = 1
export CORE_AREA = 10 10 71 71
export DIE_AREA = 0 0 81 81
==> git commit body <==
Update PnR metrics after Yosys + OpenROAD run

* Top Usage Layer GRT: met2
- The register with the most flip-flops in the layout has 6 of them.
* Tmin final: 2070 ps
- In the Yosys report, the sequential cells make up 37.5% of the chip area.
* Register bit count reported by yosys: 6
- Logic depth along the worst register-to-register path is recorded as 5.
- The initial antenna violation count is 0.
- Standard-cell row count: 22
- Endpoints failing hold: 0
* Largest fanout on the critical path: 5
- Number of synthesized flops with an enable pin: 0
- In this run the tool buffered the top-level ports with 15 buffer cells.
- Most frequently used cell type in the post-synthesis netlist: sky130_fd_sc_hd__dfrtp_1
- The run finished with clean final reports.
- Counting distinct cell types in the post-synthesis netlist gives 18.
* Global-route track usage on met3: 0.223%
* Wire length of the first global-routing pass: about 2200 um
- Entering global routing, the biggest net connects 9 pins.
* Met1 demand-to-capacity share in global routing: under 10%
- Net switching is 24.3% of the power.
- The count of nets left with antenna violations once routing finished came out at 0.
* Post-detailed-placement half-perimeter wirelength: about 960 um
* Final Routed Wirelength: around 1400 um
- Worst hold-check path type: in2async
* Die height: approximately 81 um
- Global routing used slightly below 4% of the available tracks.
- Maximum number of buffers from clock root to sink: 2
* Clock buffer count from CTS: 3
- According to the I/O placement log, the pin count is 16.
- The layout report lists the combined flip-flop and latch area as around 150 um^2.
* VDD IR-drop max: about 0.00012 V
- The warning tally printed by Yosys for this design is 1.
* Number of hold buffers added after CTS: 0
- For reference, the clock transition at the flip-flops on the worst setup and hold paths is roughly 40 ps.
- Core box area: ~3600 um^2
* Fraction of registers with async set/reset: 100%
- Cell leakage power: 0.361 nW
- The area fraction of the largest cell type after synthesis is approximately 31%.
* Detailed-route wire length per cell: roughly 11 um
- Per the timing report, the achievable frequency comes out to 483 MHz.
- In the synthesized netlist, the number of instances is around 45.
- Looking at the power breakdown, combinational cells take about a quarter of the total.
- Final worst path period share: 98.7%
- Met2 GRT Util: about 7.2%
* Synth area leaders: sky130_fd_sc_hd__dfrtp_1, sky130_fd_sc_hd__nor4b_1, sky130_fd_sc_hd__dfstp_2, sky130_fd_sc_hd__xnor2_1, sky130_fd_sc_hd__and2_1
- The CTS log lists the clock sinks for this run as 6.
- At the worst endpoint, the arrival time is 1650 ps.
* Final global-route overflow total: 0
- Sort of element at the end of the critical path: output pin
- The number of cells reported by Yosys stat comes to roughly 45.
* Synth-to-Final Area Change: 111%
- Horizontal die dimension: ~81 um
- OpenROAD warning count: 26
- Per the slew report, the remaining headroom to the max-slew limit stands at 80.7%.
* DRC violation count after routing: 0
- The mapped netlist covers just over 400 um^2.
- The number of antenna diodes in the final layout is 0.
- Effective utilization at floorplan: ~11%
- Final hold analysis gives a worst-case slack of ~420 ps.
- Most common flop cell mapped by yosys: sky130_fd_sc_hd__dfrtp_1
- Number of pins exceeding their max-slew limit in the final report: 0
- Number of iterations in the first detailed-routing pass: 3
* Sort of element at the start of the critical path: flip-flop
- Measured on the finished design, the core utilization comes to a little under a quarter.
- Via count of the first global-routing pass: 483
- The power report attributes to the sequential group a share of between 30 and 40%.
* Mean number of vias per cell: between 3 and 4
- Per the synthesis report, the dominant area consumer among library cells is sky130_fd_sc_hd__dfrtp_1.
- Summed over all nets, the switching power comes to 103 uW.
- Area of the multi-input gates: ~340 um^2
- TritonCTS built the clock tree.
* Top cell types by occurrence after synthesis: sky130_fd_sc_hd__dfrtp_1, sky130_fd_sc_hd__and2_1, sky130_fd_sc_hd__nor2_1, sky130_fd_sc_hd__nor4b_1, sky130_fd_sc_hd__or3_1
* Worst-Margin Slew: roughly 290 ps
- Final sum of negative setup slack: 0 ps
* Root buffer selected by CTS: sky130_fd_sc_hd__clkbuf_8
- Number of max-capacitance violations reported: 0
- Placer congestion estimate: 0.814
- Internal power: 322 uW
- Die area: ~6600 um^2
- Power share of the clock group: 42.5%
- The worst setup path is of the reg2out kind.
- YS chip area: slightly above 400 um^2
* Via count of the routed design: approximately 450
- Worst Clk Skew: 5.98 ps
- Fraction of layout cells with a size suffix above 1: 53.2%
- # fillers: ~400
- Count of final setup violators: 0
- Post-placement cell area: 667 um^2
- The registers reported with the highest flop counts are state: 6 flops.
- The later pin in the worst-skew pair is clocked with a latency of ~220 ps.
- Per the CTS log, the maximum H-tree level is 1.
* Most flops, register: state
- After routing the design area is ~850 um^2.
- Cell Pwr Density: 499 nW/um^2
* Synthesized area per cell: between 8 and 9 um^2
* Number of DRC markers in iteration 0: 27
* CP Data Required Time: 1680 ps
## worst paths after layout
path,endpoint,slack [ps],start
worst max-delay path,Code[1],30,state[5]
worst min-delay path,state[1],420,reset
worst max register to register,state[1],700,state[4]
worst min register to register,state[0],550,state[0]
max in group asynchronous,state[0],1420,reset
min in group clk0,state[0],550,state[0]
## final cells by class
class	instances	area share, %
multi-input combinational	34	39.6
timing repair buffer	31	29.2
sequential	6	17.9
tap	48	7.05
clock buffer	4	5.29
inverter	2	0.881
## cells by family after synthesis
group | Yosys count | synth area share (%)
simple gates | 25 | 39.9
flops | 6 | 37.5
xor+xnor | 5 | 10.8
buf+inv | 5 | 5.57
compound gates | 4 | 6.19
## worst max-delay path, cell delays in order (launching register included)
cell and delay, ps:
sky130_fd_sc_hd__dfrtp_1 390, sky130_fd_sc_hd__buf_4 170, sky130_fd_sc_hd__or3_4 400, sky130_fd_sc_hd__nor4_1 240, sky130_fd_sc_hd__dlygate4sd2_1 240
## per-stage QoR
| stage | worst slack [ps] | std cells | power [mW] |
|---|---|---|---|
| 2_1_floorplan | 568 | 45 | 0.160 |
| 3_3_place_gp | -404 | 114 | 0.233 |
| 3_5_place_dp | -450 | 114 | 0.233 |
| 4_1_cts | -8.61 | 124 | 0.422 |
| 5_1_grt | -26.1 | 125 | 0.449 |
| 6_report | 28.2 | 125 | 0.425 |
## cells in the final DEF, fill, tap and decap left out, drive strengths merged, types with 3 or more instances in the layout
cell type and n:
clkdlybuf4s50 4, nor4b 4, buf 16, dfrtp 5
or3 4, dlygate4sd2 8, nor4 4, clkbuf 7
nor2 4, xnor2 3, and2 4
## power groups by stage
stage	sequential [mW]	clock, mW	combinational [mW]
finish	0.137	0.181	0.107
global route	0.139	0.193	0.117
CTS	0.136	0.185	0.100
## layer usage
metal	vias to the layer above	wire length (um)	share of wire [%]
met4	0	34	2.4
met2	4	726	51
li1	223	-	-
met3	2	6	0.42
met5	-	0	0
met1	216	661	46
## timing repair
item	in CTS	in global routing
setup endpoints to repair	5	5
gates resized	23	16
gates cloned	0	0
pin swaps	6	4
setup buffers	6	1
Power and IR drop assume default switching activity.
